==> flow/design.v <==
module hex_decoder(c, display);
	input logic [3:0] c;
	output logic [6:0] display;
	assign display[0] = ~((~c[3] & ~c[2] & ~c[1] & ~c[0]) | (~c[3] & ~c[2] & c[1] & ~c[0]) | (~c[3] & ~c[2] & c[1] & c[0]) | (~c[3] & c[2] & ~c[1] & c[0]) | (~c[3] & c[2] & c[1] & ~c[0]) | (~c[3] & c[2] & c[1] & c[0]) | (c[3] & ~c[2] & ~c[1] & ~c[0]) | (c[3] & ~c[2] & ~c[1] & c[0]) | (c[3] & ~c[2] & c[1] & ~c[0]) | (c[3] & c[2] & ~c[1] & ~c[0]) | (c[3] & c[2] & c[1] & ~c[0]) | (c[3] & c[2] & c[1] & c[0]));
	assign display[1] = ~((~c[3] & ~c[2] & ~c[1] & ~c[0]) | (~c[3] & ~c[2] & ~c[1] & c[0]) | (~c[3] & ~c[2] & c[1] & ~c[0])  | (~c[3] & ~c[2] & c[1] & c[0]) | (~c[3] & c[2] & ~c[1] & ~c[0]) | (~c[3] & c[2] & c[1] & c[0]) | (c[3] & ~c[2] & ~c[1] & ~c[0]) | (c[3] & ~c[2] & ~c[1] & c[0]) | (c[3] & ~c[2] & c[1] & ~c[0]) | (c[3] & c[2] & ~c[1] & c[0]));
	assign display[2] = ~((~c[3] & c[2] & ~c[1] & c[0]) | (~c[3] & ~c[2] & ~c[1] & ~c[0]) | (~c[3] & ~c[2] & ~c[1] & c[0]) | (~c[3] & ~c[2] & c[1] & c[0]) | (~c[3] & c[2] & ~c[1] & ~c[0]) | (~c[3] & c[2] & c[1] & ~c[0]) | (~c[3] & c[2] & c[1] & c[0]) | (c[3] & ~c[2] & ~c[1] & ~c[0]) | (c[3] & ~c[2] & ~c[1] & c[0]) | (c[3] & ~c[2] & c[1] & ~c[0]) | (c[3] & ~c[2] & c[1] & c[0]) | (c[3] & c[2] & ~c[1] & c[0]));
	assign display[3] = ~((~c[3] & c[2] & ~c[1] & c[0]) | (~c[3] & ~c[2] & ~c[1] & ~c[0]) | (~c[3] & ~c[2] & c[1] & ~c[0]) | (~c[3] & ~c[2] & c[1] & c[0]) | (~c[3] & c[2] & c[1] & ~c[0]) | (c[3] & ~c[2] & ~c[1] & ~c[0]) | (c[3] & ~c[2] & ~c[1] & c[0]) | (c[3] & ~c[2] & c[1] & c[0]) | (c[3] & c[2] & ~c[1] & ~c[0]) | (c[3] & c[2] & ~c[1] & c[0]) | (c[3] & c[2] & c[1] & ~c[0]));
	assign display[4] = ~((~c[3] & ~c[2] & ~c[1] & ~c[0]) | (~c[3] & ~c[2] & c[1] & ~c[0]) | (~c[3] & c[2] & c[1] & ~c[0]) | (c[3] & ~c[2] & ~c[1] & ~c[0]) | (c[3] & ~c[2] & c[1] & ~c[0]) | (c[3] & ~c[2] & c[1] & c[0]) | (c[3] & c[2] & ~c[1] & ~c[0]) | (c[3] & c[2] & ~c[1] & c[0]) | (c[3] & c[2] & c[1] & ~c[0]) | (c[3] & c[2] & c[1] & c[0]));
	assign display[5] = ~((~c[3] & ~c[2] & ~c[1] & ~c[0]) | (~c[3] & c[2] & ~c[1] & ~c[0]) | (~c[3] & c[2] & ~c[1] & c[0]) | (~c[3] & c[2] & c[1] & ~c[0]) | (c[3] & ~c[2] & ~c[1] & ~c[0]) | (c[3] & ~c[2] & ~c[1] & c[0]) | (c[3] & ~c[2] & c[1] & ~c[0]) | (c[3] & ~c[2] & c[1] & c[0]) | (c[3] & c[2] & ~c[1] & ~c[0]) | (c[3] & c[2] & c[1] & ~c[0]) | (c[3] & c[2] & c[1] & c[0]));
	assign display[6] =~((~c[3] & ~c[2] & c[1] & ~c[0]) | (~c[3] & ~c[2] & c[1] & c[0]) | (~c[3] & c[2] & ~c[1] & ~c[0])  | (~c[3] & c[2] & ~c[1] & c[0]) | (~c[3] & c[2] & c[1] & ~c[0]) | (c[3] & ~c[2] & ~c[1] & ~c[0]) | (c[3] & ~c[2] & ~c[1] & c[0]) | (c[3] & ~c[2] & c[1] & ~c[0]) | (c[3] & ~c[2] & c[1] & c[0]) | (c[3] & c[2] & ~c[1] & c[0]) | (c[3] & c[2] & c[1] & ~c[0]) | (c[3] & c[2] & c[1] & c[0]));
endmodule;
==> flow/run.sh <==
#!/bin/bash
# OpenROAD 26Q1-2900-gdf79404cd8, Yosys 0.63+post, stock flow scripts
make -C /OpenROAD-flow-scripts/flow DESIGN_CONFIG=/design/flow/config.mk WORK_HOME=/design/flow/orfs finish
==> flow/config.mk <==
export PLATFORM = sky130hd
export DESIGN_NAME = hex_decoder
export DESIGN_NICKNAME = hex_decoder
export VERILOG_FILES = /design/flow/design.v
export SDC_FILE = /design/flow/constraint.sdc
export NUM_CORES = 4
export LEC_CHECK = 1
export CORE_AREA = 10 10 70 70
export DIE_AREA = 0 0 80 80
export SYNTH_HDL_FRONTEND = slang
==> flow/constraint.sdc <==
current_design hex_decoder

set clk_period 1.1
set clk_io_pct 0.2

create_clock -name clk0 -period $clk_period

set non_clock_inputs [all_inputs -no_clocks]
set_input_delay [expr $clk_period * $clk_io_pct] -clock clk0 $non_clock_inputs
set_output_delay [expr $clk_period * $clk_io_pct] -clock clk0 [all_outputs]
==> results.yml <==
# generated from flow reports
final_timing:
  fmax_ghz: 0.7603
  finalMaxSlewViolations: 0
  relSlewSlack: 0.8434
  worst_pin_slew_ps: 234.6
  hold_viol_final: 0
  period_used_share: 1.196
  period_minus_slack_ps: 1315
  rsz0062_at_grt: "true"
  setup_violations: 7
  fin_ws_ps: -215.4
synthesis:
  synth_cells: 31
  synth_warnings: 0
  syn_avg_cell_area_um2: 6.579
  ys_cells: 31
  synth_area_um2: 203.9
  yosysUniqueCellTypes: 18
  yosys-stat-area_um2: 203.9
  ys_seq_share: 0
routing:
  drc: 0
  n_antenna_cell: 0
  ant_nets: 0
  num_vias: 331
  firstDrtPassIters: 2
  wl_per_cell_um: 9.524
  vias_per_cell: 3.152
  drt_iter0_drc: 27
  wl_mm: 1.000
cells_and_area:
  nFillCells: 389
  nFlopsAndLatches: 0
  final_util: 0.1590
  fin_cells: 105
  nClkBuffers: 0
  drive_above_1_share: 0.6780
  ff_latch_area_um2: 0
  comb_area_um2: 214.0
  areaGrowthSynthToFinish_pct: 166.3
power_and_ir_drop:
  leakage_uw: 0.0002537
  powerDensity_nw_per_um2: 350.2
  irDropWorstVdd_mv: 0.05161
  power_uw: 190.2
run_status:
  outcome: "finished, violations left"
  violations: "negative setup slack"
placed_design:
  gp_congestion: 0.6802
  dp_cells: 95
  numPortBuffers: 11
  dp_hpwl_um: 660.1
setup_path:
  critPathMaxFanout: 7
  cp_slowest_cell: "or3_1"
  end_kind: "output port"
  crit_chain: "buf_8 -> buf_6 -> nand2_1 -> nor3_1 -> or3_1 -> buf_2"
  cp_slowest_stage_delay_ps: 370
  worst-setup-path-type: "primary input to output port"
  start_kind: "primary input"
  critPathArrivalTime_ps: 1100
  cp.required_ps: 880
floorplan:
  die_y_um: 80
  chipArea_um2: 6400
  rows: 21
  core-area_um2: 3416
  ios: 11
  dieWidth_um: 80
  fp_util: 0.05971
global_routing:
  antenna_found_initial: 0
  grt_max_degree: 10
  grt_pass1_wl_mm: 1.386
  grt_pass1_vias: 304
  overflow: 0
  grt_util_all_layers: 0.02586
hold_path:
  hp-class: "primary input to output port"
run:
  maxCapViolCount: 0
  warnings: 34
clock_tree:
  hold_buffers: 0
report_power, final:
| part | leakage, uW | switching [uW] | internal [uW] |
|---|---|---|---|
| Combinational | 0.000254 | 72.8 | 117 |
| Sequential | 0 | 0 | 0 |
| Clock | 0 | 0 | 0 |
| Total | 0.000254 | 72.8 | 117 |
layout by cell type (no fill, tap or decap), drive strengths merged:
master / netlist / final
buf: 4 / 32
o21ai: 5 / 5
a21oi: 4 / 4
nor3: 3 / 3
nor3b: 2 / 2
mux2i: 2 / 2
nand2b: 2 / 2
nand3: 1 / 1
and3b: 1 / 1
a21o: 1 / 1
nand2: 1 / 1
inv: 1 / 1
a31oi: 1 / 1
and4: 1 / 1
or3: 1 / 1
xor2: 1 / 1
final cells by class:
cell class | count | share of cell area
Multi-Input combinational cell | 26 | 0.3940
Tap cell | 46 | 0.1060
Inverter | 1 | 0.006912
Timing Repair Buffer | 32 | 0.4931
stage by stage:
step,setup WS (ps),TNS (ps),hold slack (ps),cell area (um^2)
floorplan,103.4,0,537.8,203.9
global placement,-1021,-6574,1584,426.7
detailed placement,-1007,-6631,1621,426.7
CTS,-186.9,-752.0,806.9,493.0
global route,-249.3,-1182,848.2,543.0
finish,-215.4,-793.5,820.2,543.0
cell families (layout without fill, tap and decap cells):
family	Yosys count	after routing	share of synthesized area
compound gates	11	11	0.2884
buf+inv	5	33	0.1533
simple gates	12	12	0.4171
mux	2	2	0.09816
xor+xnor	1	1	0.04295
Yosys cell counts:
| cell | number | area share |
|---|---|---|
| o21ai_0 | 2 | 0.049 |
| nand2_1 | 1 | 0.018 |
| xor2_1 | 1 | 0.043 |
| o21ai_1 | 3 | 0.074 |
| nand3_1 | 1 | 0.025 |
| a21o_1 | 1 | 0.037 |
| and3b_1 | 1 | 0.043 |
| nor3_1 | 3 | 0.074 |
| a21oi_1 | 4 | 0.098 |
| inv_1 | 1 | 0.018 |
| and4_1 | 1 | 0.043 |
| nor3b_2 | 2 | 0.12 |
| buf_2 | 1 | 0.025 |
| nand2b_1 | 2 | 0.061 |
| or3_1 | 1 | 0.031 |
| buf_4 | 3 | 0.11 |
| a31oi_1 | 1 | 0.031 |
| mux2i_1 | 2 | 0.098 |
final timing paths:
check                 from          to  slack, ps  cells after the start
worst min-delay path  c[3]  display[5]        820                      4
worst max-delay path  c[2]  display[6]       -220                      6
critical path: cells and delay by family:
kind	cells	cell delay (ps)
and+or+nand+nor	3	530
buffers and inverters	3	350
layer usage:
metal  track usage  wire [um]  vias to the layer above
met4             0          0                        0
met5             0          0                        -
li1              -          -                      170
met2       0.04655        506                        6
met1       0.03098        412                      155
met3      0.007955         81                        0
repair_timing:
item	4_1_cts	5_1_grt
pin swaps	7	6
setup endpoints to repair	7	7
resized	58	10
buffers inserted	9	2
Power figures rest on the tool's default switching activity, not on a simulated workload.

==> flow/design.v <==
module FA(input logic a, b, cin, output logic s, cout);
	assign s = a^b^cin;
	assign cout = ((a^b)&cin) | (~(a^b)&b);
endmodule
module part1(a, b, c_in, s, c_out);
	input logic [3:0] a, b;
	input logic c_in;
	output logic [3:0] s, c_out;
	FA u0(a[0], b[0], c_in, s[0], c_out[0]);
	FA u1(a[1], b[1], c_out[0], s[1], c_out[1]);
	FA u2(a[2], b[2], c_out[1], s[2], c_out[2]);
	FA u3(a[3], b[3], c_out[2], s[3], c_out[3]);
endmodule
==> flow/run.sh <==
#!/bin/bash
# OpenROAD 26Q1-2900-gdf79404cd8, Yosys 0.63+post, stock flow scripts
make -C /OpenROAD-flow-scripts/flow DESIGN_CONFIG=/design/flow/config.mk WORK_HOME=/design/flow/orfs finish
==> flow/config.mk <==
export PLATFORM = sky130hd
export DESIGN_NAME = part1
export DESIGN_NICKNAME = part1
export VERILOG_FILES = /design/flow/design.v
export SDC_FILE = /design/flow/constraint.sdc
export NUM_CORES = 4
export LEC_CHECK = 1
export CORE_AREA = 10 10 70 70
export DIE_AREA = 0 0 80 80
export SYNTH_HDL_FRONTEND = slang
==> flow/constraint.sdc <==
current_design part1

set clk_period 5.0
set clk_io_pct 0.2

create_clock -name clk0 -period $clk_period

set non_clock_inputs [all_inputs -no_clocks]
set_input_delay [expr $clk_period * $clk_io_pct] -clock clk0 $non_clock_inputs
set_output_delay [expr $clk_period * $clk_io_pct] -clock clk0 [all_outputs]
==> results.toml <==
# yosys + openroad results
[layout]
area_growth_pct = 83.8
design_area_um2 = 368
seq_cell_count = 0
nClkBuffers = 0
regArea_um2 = 0
drive_gt1_share_pct = 12.9

[grt]
grt_pass1_vias = 167
grt_usage_pct = 1.57
grt_pass1_wl_um = 828
grt_antenna_before_repair = 0
grt_start_max_net_pins = 5
grt_remaining_overflow = 0

[sta]
setup_viol = 0
relSlewSlack_pct = 89.2
worst_pin_slew_ns = 0.161
layout_min_cycle_time_ns = 4.17
finalWorstSetupSlack_ns = 0.834
rsz0062_at_grt = "no"
period_used_pct = 83.3
hold_viol_final = 0
max_freq_mhz = 240
drv_slew = 0
finalSetupTns_ns = 0

[place]
placed_cell_area_um2 = 368
port_buffers = 17
place.gp.congestion = 0.764
dp_slack_ns = 0.814

[power_and_ir_drop]
p_seq_share_pct = 0
net-switching-power_uw = 11.3
cellLeakagePower_uw = 0.000106
clkPwrFrac_pct = 0
swShare_pct = 27.0
ir_drop_uv = 33.6
p_int_uw = 30.5
power_frac_comb_pct = 100.0
p_per_area_mw_per_mm2 = 114

[logic_synthesis]
ys_cells = 22
synth_cells = 22
synth_seq_share_pct = 0
yosysWarnings = 0
synthTopCellsByArea = "xnor2_1, buf_4, maj3_2, o221a_4, a211o_1"
top_cell_area_share_pct = 35.0
ys_area_um2 = 200
syn-cell-area_um2 = 200
largest_area_cell = "xnor2_1"
synth_cell_types = 6
avgSynthCellArea_um2 = 9.10

[worst_setup_path]
path_cells = "clkdlybuf4s50_1, maj3_2, maj3_2, o221a_4, maj3_2, clkdlybuf4s50_1"
crit_fanout = 4
crit_top_cell = "maj3_2"
slowest_delay_ns = 0.44
worst_path_dominant_cell_family = "adder cells"
start_kind = "input pin"
critPathSlowestCell = "clkdlybuf4s50_1"
end_kind = "primary output"
crit_required_ns = 4.00
critPathKind = "input pin to primary output"
crit_buf_inv = 2
worstPathArrival_ns = 3.17

[outcome]
status = "finished clean"

[clock_tree]
cts_setup_buffers = 0
hold_buffers = 0
cts_resized = 0

[floorplanning]
initCoreUtil_pct = 5.86
fp.dieW_um = 80
rows = 21
die-area_mm2 = 0.00640
die_h_um = 80
io_pins = 17
core_area_mm2 = 0.00342

[detailed_routing]
dr.first_iter.drc_count = 2
vias = 167
ant_nets = 0
firstDrtPassIters = 2
vias_per_cell = 2.17
antenna_cells = 0
wire_per_inst_um = 7.39
drc = 0
wl_um = 569

[min_path]
hp-class = "input pin to primary output"

[flow_run]
warnings = 32
drv_cap = 0
-- synth_stat cells --
| master | n |
|---|---|
| a211o_1 | 1 |
| o21a_1 | 1 |
| o221a_4 | 1 |
| buf_4 | 8 |
| xnor2_1 | 8 |
| maj3_2 | 3 |
-- layout by cell type, fill, tap and decap left out, drive strengths merged --
cell type      netlist  layout
o221a                1       1
maj3                 3       3
o21a                 1       1
a211o                1       1
xnor2                8       8
clkdlybuf4s50        0      17
-- tightest hold or removal path, cell delays in order --
cell and delay (ns):
clkdlybuf4s50_1 0.50, xnor2_1 0.08, clkdlybuf4s50_1 0.41
-- power by group through the flow --
stage	combinational (uW)	sequential (uW)	clock, uW
final	41.9	0	0
after global routing	45.8	0	0
after CTS	42.8	0	0
-- routing by layer --
metal  part of all wire, %  global-route usage, %  wire length [um]
met1                    46                   2.04               259
met2                    29                   2.17               167
met3                    25                   1.14               142
met4                     0                      0                 0
met5                     0                      0                 0
-- layout make-up --
cell class	instances	area, um2
multi-input combinational	14	140
fill	402	3050
tap	46	57.6
timing repair buffer	17	170
-- path summary, 6_finish.rpt --
check	start	end	slack, ns	depth (start not counted)
worst max-delay path	a[0]	c_out[3]	0.83	6
worst min-delay path	c_in	s[0]	2.99	3
-- per-stage QoR --
step	power (uW)	hold slack, ns	util (%)	cells
2_1_floorplan	25.4	2.16	-	22
3_3_place_gp	42.2	2.98	10.8	77
3_5_place_dp	42.7	3.00	10.8	77
4_1_cts	42.8	3.00	10.8	77
5_1_grt	45.8	3.06	10.8	77
6_report	41.9	2.99	10.8	77
-- kinds of logic after synthesis --
kind of cell / Yosys count / share of synthesized area (%)
xor+xnor: 8 / 35.0
buf+inv: 8 / 30.0
fa+ha+maj: 3 / 16.9
compound gates: 3 / 18.1
Power and IR drop assume default switching activity.

## design/flow/config.mk

```make
export PLATFORM = sky130hd
export DESIGN_NAME = part3
export DESIGN_NICKNAME = part3
export VERILOG_FILES = /design/flow/design.v
export SDC_FILE = /design/flow/constraint.sdc
export NUM_CORES = 4
export LEC_CHECK = 1
export CORE_AREA = 10 10 70 70
export DIE_AREA = 0 0 80 80
export SYNTH_HDL_FRONTEND = slang
```

## design/flow/constraint.sdc

```tcl
current_design part3

set clk_period 1.6
set clk_io_pct 0.2

create_clock -name clk0 -period $clk_period

set non_clock_inputs [all_inputs -no_clocks]
set_input_delay [expr $clk_period * $clk_io_pct] -clock clk0 $non_clock_inputs
set_output_delay [expr $clk_period * $clk_io_pct] -clock clk0 [all_outputs]
```

## design/flow/design.v

```verilog
module part3(A, B, Function, ALUout);
	parameter N = 4;
	input logic [N-1:0] A, B;
	input logic [1:0] Function;
	output logic [N+N-1:0] ALUout;
	logic [N:0] s;
	assign s = A + B;
	logic y, z, y2, z2;
	assign y = |A;
	assign z = |B;
	assign y2 = &A;
	assign z2 = &B;
	always_comb
		case (Function)
			2'b00: ALUout = s;
			2'b01: ALUout =  y | z;
			2'b10: ALUout = y2 & z2;
			2'b11: ALUout = {A, B};
			default: ALUout = s;
		endcase
endmodule
```

## design/flow/run.sh

```bash
#!/bin/bash
# OpenROAD 26Q1-2900-gdf79404cd8, Yosys 0.63+post, stock flow scripts
make -C /OpenROAD-flow-scripts/flow DESIGN_CONFIG=/design/flow/config.mk WORK_HOME=/design/flow/orfs finish
```

==> impl_metrics.env <==
# flow metrics
export IMPL_status="complete, but fails checks"
export IMPL_violations="setup timing"
export IMPL_ys_chip_area_um2=250.2
export IMPL_fill_cells=368
export IMPL_layout_min_cycle_time_ps=1763
export IMPL_total_power_uw=192.1
export IMPL_relSlewSlack_pct=83.92
export IMPL_area_delta_synth_final_pct=190.0
export IMPL_rsz0062_at_grt="true"
export IMPL_end_kind="output pin"
export IMPL_ys_types=21
export IMPL_drt_wl_total_um=1261
export IMPL_dr_pass1_iters=3
export IMPL_nClkBuffers=0
export IMPL_critical_path_max_stage_delay_ps=340
export IMPL_final_hold_violation_count=0
export IMPL_place_inst=109
export IMPL_power_leakage_nw=0.3063
export IMPL_drtIter0Drc=9
export IMPL_topCellsByArea="ha_1, and3_1, fa_1"
export IMPL_p_sw_share_pct=38.57
export IMPL_holdWs_ps=1023
export IMPL_synth_avg_cell_area_um2=7.820
export IMPL_grt_max_degree=10
export IMPL_max_freq_mhz=567.4
export IMPL_met1_usage_pct=5.746
export IMPL_drc=0
export IMPL_internal_power_uw=118.0
export IMPL_dieArea_um2=6400
export IMPL_clkPwrFrac_pct=0
export IMPL_post_drt_wl_per_cell_um=11.16
export IMPL_die_y_um=80
export IMPL_startpoint_type="input pin"
export IMPL_logic_area_um2=351.6
export IMPL_grt_first_pass_wirelength_um=2001
export IMPL_initCoreUtil_pct=7.326
export IMPL_io_buffer_count=18
export IMPL_setup_viol=4
export IMPL_path_class="in -> out"
export IMPL_grt_antenna_before_repair=0
export IMPL_grtUsageMet3_pct=0.6818
export IMPL_postSynthCellCount=32
export IMPL_flops=0
export IMPL_worstHoldEndpoint="ALUout[0]"
export IMPL_log_warning_count=34
export IMPL_critPathArrivalTime_ps=1440
export IMPL_p_comb_share_pct=100.0
export IMPL_drive_gt1_share_pct=68.66
export IMPL_design_core_area_um2=3416
export IMPL_final_setup_tns_ps=-340.7
export IMPL_hold_buffers=0
export IMPL_yosys_stat_cells=32
export IMPL_lay_top_count="buf_4"
export IMPL_grt_busiest_layer="met1"
export IMPL_fin_ws_ps=-162.6
export IMPL_worstHoldStart="B[2]"
export IMPL_maxSlewViolCount=0
export IMPL_cpMaxStageDelayCell="fa_2"
export IMPL_ioPinCount=18
export IMPL_vias_per_cell=3.655
export IMPL_critical_path_required_ps=1280
export IMPL_synth_warnings=0
export IMPL_maxCapViolCount=0
export IMPL_worst_pin_slew_ps=240.7
export IMPL_fin_crit_sh_pct=110.2
export IMPL_fin_cells=113
export IMPL_grt_use_met2_pct=5.297
export IMPL_min_path_cells=4
export IMPL_crit_chain="buf_8 -> ha_4 -> fa_2 -> a21o_2 -> a21oi_2 -> o31ai_2 -> buf_2"
export IMPL_layout_top_cells="buf_4, buf_6, buf_2, and3_1, ha_4"
export IMPL_antenna_left=0
export IMPL_p_seq_share_pct=0
export IMPL_syn_cell_area_um2=250.2
export IMPL_first_global_vias=408
export IMPL_vias=413
export IMPL_yosys_stat_seqShare_pct=0
export IMPL_die_w_um=80
export IMPL_p_switching_uw=74.08
export IMPL_antenna_cells=0
export IMPL_vdd_drop_max_mv=0.05404
export IMPL_grt_use_total_pct=3.674
export IMPL_p_per_area_nw_per_um2=264.6
export IMPL_place_hpwl_um=973.5
export IMPL_place_gp_congestion=0.8031
export IMPL_regArea_um2=0
export IMPL_floorplan_rows=21
export IMPL_hold_class="in -> out"
export IMPL_top_area_share_pct=20.00
export IMPL_top_area_cell="ha_1"
export IMPL_path_max_fanout=2
export IMPL_grt_overflow_total=0
==> cell type report <==
cell class / count / share of cell area, %
Multi-Input combinational cell: 31 / 48.45
Tap cell: 46 / 7.931
Timing Repair Buffer: 36 / 43.62
==> Yosys cell counts, types with 2 or more instances <==
master and count:
and3_1 4, ha_1 4, nand4_1 3, a21oi_1 2
a22o_1 2, nor2_1 2
==> cell families (layout without fill, tap and decap cells) <==
| group | Yosys count | in the layout | share of synthesized area [%] |
|---|---|---|---|
| AND/OR/NAND/NOR | 14 | 14 | 32.50 |
| adder cells (fa/ha/maj) | 5 | 5 | 28.00 |
| AND-OR/OR-AND | 11 | 11 | 34.00 |
| XOR/XNOR | 1 | 1 | 3.501 |
| buffers and inverters | 1 | 36 | 1.998 |
==> stage by stage <==
step | setup WS (ps) | area (µm²) | util [%]
floorplan | 48.30 | 252.7 | -
global placement | -935.3 | 590.6 | 17.29
detailed placement | -931.8 | 590.6 | 17.29
CTS | -194.4 | 675.6 | 19.78
global route | -235.0 | 725.7 | 21.25
finish | -162.6 | 725.7 | 21.25
==> power groups by stage <==
stage	Combinational, mW	Sequential (mW)	Clock (mW)
6_report	0.192	0	0
5_1_grt	0.213	0	0
4_1_cts	0.178	0	0
==> layer usage <==
layer  vias to the layer above  share of wire [%]
met5                         -                  0
met4                         0                  0
met3                         0                6.5
met2                        12                 42
met1                       196                 52
li1                        205                  -
==> worst max-delay path, delay by kind of cell <==
family,cells,cell delay [ps]
AOI/OAI and AO/OA,3,410
buffers and inverters,2,210
adders and majority gates,2,490
==> worst max-delay path by stage <==
stage     startpoint   endpoint  slack (ps)
6_report        A[0]  ALUout[4]        -160
5_1_grt         A[0]  ALUout[4]        -240
4_1_cts         B[0]  ALUout[4]        -190
==> what timing repair did <==
action	4_1_cts	5_1_grt
endpoints found under the hold margin	0	0
setup buffers	1	3
pin swaps	16	8
resized	87	10
endpoints found under the setup margin	8	8
Power and IR drop assume default switching activity.
